===== flow/run.sh =====
#!/bin/bash
# OpenROAD 26Q1-2900-gdf79404cd8, Yosys 0.63+post, stock flow scripts
make -C /OpenROAD-flow-scripts/flow DESIGN_CONFIG=/design/flow/config.mk WORK_HOME=/design/flow/orfs finish

===== flow/config.mk =====
export PLATFORM = sky130hd
export DESIGN_NAME = high_timer
export DESIGN_NICKNAME = high_timer
export VERILOG_FILES = /design/flow/design.v
export SDC_FILE = /design/flow/constraint.sdc
export NUM_CORES = 4
export LEC_CHECK = 1
export CORE_UTILIZATION = 30

===== flow/constraint.sdc =====
current_design high_timer

set clk_period 4.1
set clk_io_pct 0.2

create_clock -name clk0 -period $clk_period [get_ports {clk}]

set non_clock_inputs [all_inputs -no_clocks]
set_input_delay [expr $clk_period * $clk_io_pct] -clock clk0 $non_clock_inputs
set_output_delay [expr $clk_period * $clk_io_pct] -clock clk0 [all_outputs]

===== flow/design.v =====
module high_timer(
	clk
	,probe
	,out_cnt
);
input clk;
input probe;
output reg[15:0] out_cnt;
reg[15:0] cnt;
always @ (posedge clk)
begin
	if (probe)
	begin
		cnt <= cnt+1;
	end
	else if (cnt!=0) 
	begin
		out_cnt = cnt;
		cnt = 0;
	end
end
endmodule

==> results.rst <==
Physical design figures
=======================

.. list-table::
   :header-rows: 1

   * - Metric
     - Value
   * - Kind of critical path
     - in2reg
   * - Number of port buffers
     - 17
   * - Growth of design area from synthesis to finish
     - 23.9%
   * - DIE HEIGHT
     - 71.4 um
   * - Endpoint of the lowest-slack register-to-register path
     - cnt[3]
   * - Row cnt
     - 24
   * - Synthesized instance count
     - 101
   * - Number of global-route vias before repair
     - 834
   * - Flops out of synthesis
     - 32
   * - Number of gates resized after cts
     - 0
   * - Static power due to leakage
     - 0.000669 uW
   * - Post-CTS clock slew at the launch and capture registers of the worst setup and hold paths
     - 60 ps
   * - Relative contribution of sequential cells to total power
     - 54.4%
   * - TritonCTS clock tree
     - yes
   * - Net switching power figure
     - 311 uW
   * - Gate power share
     - 20.3%
   * - Maximum number of pins on one net before global-route repair
     - 20
   * - Number of cells traversed by the worst hold path
     - 0
   * - Status
     - finished, final reports clean
   * - Cell area after synthesis
     - 1450 sq um
   * - Routed vias
     - 854
   * - DRT Wirelength
     - 2360 um
   * - Family with the most delay on the worst path
     - buffers and inverters
   * - Share of layout cells above drive strength 1
     - 11.9%
   * - Number of CTS-inserted buffers
     - 5
   * - Delay contributed by the slowest stage of the critical path
     - 790 ps
   * - Highest ir drop seen on vdd
     - 189 uV
   * - Shortest period the worst path allows
     - 2100 ps
   * - CP Launch Type
     - input port
   * - Number of setup violations in the final report
     - 0
   * - Residual antenna-violating net count after detailed routing
     - 0
   * - Area of the synthesized netlist per yosys stat
     - 1450 sq um
   * - Crit path DRT
     - 4040 ps
   * - Comb gate area
     - 465 sq um
   * - Post-route insts no fill
     - 178
   * - First-pass GRT wire length
     - 4040 um
   * - Remaining routing DRC violations
     - 0
   * - Worst hold path type
     - reg2reg
   * - Overall die width
     - 71.4 um
   * - FILL cells
     - 414
   * - Initial drt markers
     - 68
   * - Period utilisation layout
     - 51.3%
   * - Pin slew with the least headroom to its limit
     - 507 ps
   * - Hold endpoint
     - out_cnt[15]
   * - Total routing resource utilization after global routing
     - 10.8%
   * - Synthesized area divided by synthesized cell count
     - 14.3 sq um
   * - Initial antenna violation count
     - 0
   * - Boundary pin count
     - 18
   * - CTS Root Cell
     - sky130_fd_sc_hd__clkbuf_8
   * - Cell area power density
     - 635 nW/um^2
   * - Reg-to-Reg Start
     - cnt[0]
   * - Tally of yosys warning messages
     - 1
   * - Setup total negative slack
     - 0 ps
   * - Most instantiated logic cell after routing
     - sky130_fd_sc_hd__edfxtp_1
   * - Max Freq
     - 476 MHz
   * - Area of all sequential standard cells
     - 961 sq um
   * - Number of distinct library cells after synthesis
     - 26
   * - Post-CTS Setup Repair Bufs
     - 0
   * - Full die area
     - 5100 sq um
   * - HPWL Detailed
     - 1580 um
   * - CP Data Arrival Time
     - 2050 ps
   * - Number of buffers on the longest clock path
     - 2
   * - Switching part of the total
     - 27.4%
   * - Sequential element share of the synthesized area
     - 66.5%
   * - Logic depth of the worst register-to-register path
     - 5
   * - Minimum setup slack among reg-to-reg paths
     - 2180 ps
   * - Gp weighted congestion
     - 0.739
   * - Worst slew margin relative to its limit
     - 66.1%
   * - Post-cts hold-fix buffer tally
     - 0
   * - Clock insertion delay at the later pin of the skew report
     - 280 ps
   * - Element type at the critical path end
     - register
   * - Crit path cell chain
     - clkdlybuf4s50_1 -> or2_2
   * - Global-route congestion overflow total
     - 0
   * - Highest-count cells in the layout ignoring fill and taps
     - 32 x sky130_fd_sc_hd__edfxtp_1, 17 x sky130_fd_sc_hd__clkdlybuf4s50_1, 12 x sky130_fd_sc_hd__and2_1, 8 x sky130_fd_sc_hd__xor2_1
   * - Number of antenna repair diodes
     - 0
   * - CTS H-tree lvls
     - 2
   * - RSZ-0062 raised after global routing
     - false
   * - Total cells reported by yosys after synthesis
     - 101
   * - Crit path max-delay cell type
     - sky130_fd_sc_hd__clkdlybuf4s50_1
   * - Via-per-instance ratio
     - 4.80
   * - HP Start
     - cnt[15]
   * - Total placed cells including tap cells
     - 170
   * - Maximum net fanout on the critical path
     - 19
   * - Worst path buffer plus inverter count
     - 1
   * - # clock sinks
     - 32
   * - Total Power Consumption
     - 1140 uW
   * - Int Pwr
     - 825 uW
   * - Wirelength per Cell
     - 13.3 um
   * - Core Density at Floorplan
     - 32.1%
   * - Clock network power share
     - 25.3%
   * - Final Max Slew Viols
     - 0
   * - Number of hold violations in the final report
     - 0
   * - Max Cap Violations
     - 0
   * - Placeable Area
     - 4500 sq um
   * - Number of warning messages in the logs
     - 26
   * - Skew final
     - 8.81 ps
   * - Number of detailed-routing iterations run before antenna repair
     - 21
==> flip-flops by register name (all words and copies together), names as in the netlist <==
register  flops
cnt          16
out_cnt      16
==> per-layer routing <==
layer,vias up,track usage [%],part of all wire [%]
met4,0,2.67,1.5
li1,419,-,-
met1,398,17.8,49
met5,-,0,0
met3,4,3.57,6.7
met2,33,14.6,42
==> how the worst max path moves through the flow <==
| stage | start | to | slack [ps] | cells past startpoint |
|---|---|---|---|---|
| after CTS | probe | cnt[11] | 1970 | 2 |
| after global routing | probe | cnt[11] | 1930 | 2 |
| final | probe | cnt[3] | 2000 | 2 |
==> cell usage after synthesis <==
| library cell | number | area, sq um |
|---|---|---|
| sky130_fd_sc_hd__nor3_1 | 4 | 20.0 |
| sky130_fd_sc_hd__nand2_1 | 5 | 18.8 |
| sky130_fd_sc_hd__nor2_1 | 2 | 7.51 |
| sky130_fd_sc_hd__edfxtp_1 | 32 | 961 |
| sky130_fd_sc_hd__nand4_2 | 1 | 12.5 |
| sky130_fd_sc_hd__a21boi_1 | 2 | 15.0 |
| sky130_fd_sc_hd__nor2b_1 | 2 | 12.5 |
| sky130_fd_sc_hd__nor4_1 | 2 | 12.5 |
| sky130_fd_sc_hd__clkbuf_1 | 1 | 3.75 |
| sky130_fd_sc_hd__nor4_2 | 3 | 37.5 |
| sky130_fd_sc_hd__mux2i_1 | 1 | 10.0 |
| sky130_fd_sc_hd__nor3_2 | 1 | 10.0 |
| sky130_fd_sc_hd__xnor2_1 | 3 | 26.3 |
| sky130_fd_sc_hd__or2_2 | 1 | 6.26 |
| sky130_fd_sc_hd__nand4_1 | 2 | 12.5 |
| sky130_fd_sc_hd__nor4b_1 | 1 | 8.76 |
| sky130_fd_sc_hd__nand4_4 | 1 | 21.3 |
| sky130_fd_sc_hd__o21ai_0 | 2 | 10.0 |
| sky130_fd_sc_hd__xor2_1 | 8 | 70.1 |
| sky130_fd_sc_hd__nand3_2 | 1 | 10.0 |
| sky130_fd_sc_hd__nand2b_1 | 1 | 6.26 |
| sky130_fd_sc_hd__inv_1 | 4 | 15.0 |
| sky130_fd_sc_hd__nand3_1 | 5 | 25.0 |
| sky130_fd_sc_hd__and2_1 | 12 | 75.1 |
| sky130_fd_sc_hd__or3_1 | 2 | 12.5 |
| sky130_fd_sc_hd__ha_1 | 2 | 25.0 |
==> cell families after synthesis <==
| kind of cell | share of synthesized area [%] |
|---|---|
| multiplexers | 0.693 |
| flip-flops | 66.5 |
| buffers and inverters | 1.30 |
| AND/OR/NAND/NOR | 21.4 |
| XOR/XNOR | 6.67 |
| AND-OR/OR-AND | 1.73 |
| adder cells (fa/ha/maj) | 1.73 |
==> layout make-up <==
cell class	count	area share [%]
Sequential cell	32	53.7
Multi-Input combinational cell	64	26.0
Timing Repair Buffer	18	9.92
Clock buffer	5	3.84
Tap cell	52	3.63
Clock inverter	3	2.10
Inverter	4	0.839
==> power groups by stage <==
stage	Combinational, uW	Sequential (uW)	Clock (uW)
5_1_grt	261	636	313
6_report	231	618	287
4_1_cts	235	618	294
==> stage by stage <==
stage | utilization, % | setup slack [ps] | hold WS (ps) | area [sq um]
floorplan | - | 2100 | 466 | 1450
finish | 39.8 | 2000 | 535 | 1790
detailed placement | 37.4 | 1680 | 523 | 1680
global placement | 37.4 | 1720 | 527 | 1680
global route | 39.8 | 1930 | 564 | 1790
CTS | 39.8 | 1970 | 541 | 1790
Power is estimated from default activity; no workload was simulated.
