==> design.v <==
module timedivider(
	clk, multi,
	clk_out
);
input clk;
input[31:0] multi;
output reg clk_out;
reg[31:0] cnt;
always @ (posedge clk)
begin
	cnt = cnt + 1;
	if (cnt > multi/2) 
	begin
		clk_out = ~ clk_out;
		cnt = 0;
	end
end
endmodule 
==> run.sh <==
#!/bin/bash
# OpenROAD 26Q1-2900-gdf79404cd8, Yosys 0.63+post, stock flow scripts
make -C /OpenROAD-flow-scripts/flow DESIGN_CONFIG=/design/flow/config.mk WORK_HOME=/design/flow/orfs finish
==> config.mk <==
export PLATFORM = sky130hd
export DESIGN_NAME = timedivider
export DESIGN_NICKNAME = timedivider
export VERILOG_FILES = /design/flow/design.v
export SDC_FILE = /design/flow/constraint.sdc
export NUM_CORES = 4
export LEC_CHECK = 1
export CORE_UTILIZATION = 40
==> constraint.sdc <==
current_design timedivider

set clk_period 8.3
set clk_io_pct 0.2

create_clock -name clk0 -period $clk_period [get_ports {clk}]

set non_clock_inputs [all_inputs -no_clocks]
set_input_delay [expr $clk_period * $clk_io_pct] -clock clk0 $non_clock_inputs
set_output_delay [expr $clk_period * $clk_io_pct] -clock clk0 [all_outputs]
==> impl_metrics.json <==
{
  "outcome": "complete, no violations",
  "cts-buffers-inserted": 5,
  "transition_time_at_the_pin_with_the_least_slew_margin_ps": 774,
  "grt_remaining_overflow": 0,
  "final_antenna_net_count": 0,
  "end_kind": "flip-flop",
  "crit_fanout": 32,
  "internal_power_uw": 258,
  "yosys_most_used_dff": "dfxtp_1",
  "timing.critical_path.from_type": "input port",
  "drc_errors": 0,
  "syn_avg_cell_area_um2": 8.25,
  "drtPass1Iterations": 4,
  "die_w_um": 82.6,
  "holdCritPathClass": "reg -> reg",
  "post_cts_sizing_count": 0,
  "vias": 2217,
  "mostFrequentLayoutCells": "48 x inv_1, 32 x ha_1, 32 x dfxtp_1, 32 x clkdlybuf4s50_1, 31 x nand3_1",
  "final_layout_size_suffix_gt1_share_pct": 7.56,
  "synth.yosys.num_cells": 315,
  "routabilityCongestion": 0.822,
  "final.fill_count": 616,
  "switchingPower_uw": 76.6,
  "log.warning_count": 26,
  "avgViaCountPerCell": 5.27,
  "maxCapViolations": 0,
  "post-route-util_pct": 48.4,
  "area.growth.synth_to_final_pct": 17.5,
  "edf_count": 1,
  "yosys-stat-area_mm2": 0.00260,
  "antenna_violations_before_repair": 0,
  "grtUsageTotal_pct": 17.8,
  "multi_input_gate_area_mm2": 0.00167,
  "period_used_pct": 49.0,
  "clk_transition_reported_paths_ps": 60,
  "max-vdd-ir-drop_uv": 61.5,
  "clock_latency_ps": 280,
  "synth_flops": 33,
  "std_cell_rows": 29,
  "number_of_top_level_pins": 34,
  "grt_max_degree": 33,
  "register_area_um2": 671,
  "cts_tree": "yes",
  "htree_num_levels": 2,
  "count_of_port_buffers_added_during_placement": 32,
  "dp_cell_count": 413,
  "crit_path_cell_trace": "clkdlybuf4s50_1 -> inv_1 -> ha_1 -> nand3_1 -> nor4_1 -> nor2b_1 -> o31a_1 -> buf_4 -> or3_1",
  "critical_path_buf_inv_count": 3,
  "maxClockFrequency_mhz": 246,
  "critical_path.top_delay_family": "simple AND/OR/NAND/NOR gates",
  "path_class": "in -> reg",
  "critPathMaxStageDelay_ps": 540,
  "dp_hpwl_um": 4100,
  "grt_setup_unrepaired": "false",
  "clockRootBuffer": "clkbuf_8",
  "core_mm2": 0.00631,
  "dieArea_mm2": 0.00682,
  "instances_no_fill": 421,
  "async_flop_share_pct": 0,
  "synth_warnings": 1,
  "post_synth_instance_area_mm2": 0.00260,
  "power.density_cell_area_mw_per_mm2": 110,
  "vias_in_the_first_global_route": 1902,
  "initialDrtViolationCount": 109,
  "initial_core_util_pct": 41.2,
  "global_route_wire_length_before_repair_um": 9050,
  "fin_tns_setup_ps": 0,
  "maxSlewViolCount": 0,
  "netlist-cell-type-count": 41,
  "arrival_ps": 4070,
  "final.min_clock_period_ps": 4070,
  "final-hold-violation-count": 0,
  "wire_per_inst_um": 13.2,
  "finalSetupViolations": 0,
  "tritoncts_num_sinks": 33,
  "cp.required_ps": 8300,
  "hold_buffers": 0,
  "seq_power_share_pct": 48.9,
  "p_sw_share_pct": 22.9,
  "critPathSlowestCell": "nor4_1",
  "leakage_uw": 0.00141,
  "final_common_cell": "inv_1",
  "cts_max_path_buffers": 2,
  "post-cts-setup-buffer-count": 0,
  "max-slew-margin-rel_pct": 48.4,
  "comb_power_share_pct": 11.2,
  "syn_inst": 315,
  "synth-seq-area-share_pct": 25.8,
  "die_y_um": 82.6,
  "ant_cells": 0,
  "final.setup_skew_ps": 5.08,
  "power.clock.fraction_pct": 40.0,
  "routed_wirelength_um": 5550
}
## sequential cells by signal, summed over array words and instances (netlist names)
signal,count
clk_out,1
cnt,32
## synthesized netlist by cell type (all sizes together), types with 5 or more instances
| cell type | n | area [µm²] |
|---|---|---|
| and3 | 6 | 37.5 |
| xnor2 | 17 | 149 |
| a21oi | 13 | 65.1 |
| ha | 32 | 400 |
| nor3 | 26 | 130 |
| and4 | 6 | 55.1 |
| xor2 | 12 | 105 |
| nand4 | 17 | 121 |
| clkbuf | 8 | 30.0 |
| nand3 | 31 | 155 |
| nor4 | 21 | 194 |
| nand2 | 16 | 67.6 |
| dfxtp | 32 | 641 |
| inv | 48 | 180 |
| buf | 5 | 55.1 |
## through the flow
step / hold slack, ps / setup slack (ps) / total power, µW / cell area (µm²)
2_1_floorplan: 487 / 4940 / 186 / 2600
3_3_place_gp: 534 / 3890 / 204 / 2950
3_5_place_dp: 532 / 3900 / 205 / 2950
4_1_cts: 545 / 4190 / 339 / 3050
5_1_grt: 563 / 3980 / 352 / 3050
6_report: 541 / 4230 / 335 / 3050
## layout make-up
| type | instances | area share (%) |
|---|---|---|
| multi-input combinational | 221 | 54.7 |
| sequential | 33 | 22.0 |
| timing repair buffer | 34 | 11.0 |
| inverter | 48 | 5.90 |
| clock buffer | 7 | 3.15 |
| tap | 77 | 3.15 |
| clock inverter | 1 | 0.164 |
## power groups by stage
stage / combinational (µW) / sequential (µW) / clock [µW]
CTS: 37.9 / 163 / 138
global route: 42.7 / 164 / 146
finish: 37.4 / 163 / 134
## logic make-up after synthesis
| kind of cell | after synthesis | synth area share, % |
|---|---|---|
| fa+ha+maj | 32 | 15.4 |
| buf+inv | 61 | 10.2 |
| other cells | 1 | 0.144 |
| flops | 33 | 25.8 |
| xor+xnor | 29 | 9.77 |
| simple gates | 132 | 31.5 |
| compound gates | 27 | 7.13 |
## layer usage
layer	up-vias	track usage, %	routed length (µm)	share of wire, %
met1	983	27.6	2890	52
met2	54	27.2	2360	42
li1	1178	-	-	-
met5	-	0	0	0
met4	0	1.55	32	0.58
met3	2	2.90	269	4.8
## worst register-to-register path, stage by stage (launching register included)
cell	delay, ps
dfxtp_1	470
ha_1	320
and3_1	290
nand4_1	240
nor3_1	280
xnor2_1	190
inv_1	70
ha_1	290
nand3_1	200
nor4_1	540
nor2b_1	200
o31a_1	140
buf_4	360
or3_1	200
## worst paths after layout
| check | from | end | slack (ps) | cells past startpoint |
|---|---|---|---|---|
| setup reg to reg | cnt[0] | clk_out | 4230 | 13 |
| hold reg to reg | clk_out | clk_out | 540 | 1 |
| setup / recovery | multi[31] | clk_out | 4230 | 9 |
| hold / removal | clk_out | clk_out | 540 | 1 |
Power figures rest on the tool's default switching activity, not on a simulated workload.
